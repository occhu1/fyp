**design/flow/run.sh**
```bash
#!/bin/bash
# OpenROAD 26Q1-2900-gdf79404cd8, Yosys 0.63+post, stock flow scripts
make -C /OpenROAD-flow-scripts/flow DESIGN_CONFIG=/design/flow/config.mk WORK_HOME=/design/flow/orfs finish
```
**design/flow/config.mk**
```make
export PLATFORM = sky130hd
export DESIGN_NAME = hexconverter
export DESIGN_NICKNAME = hexconverter
export VERILOG_FILES = /design/flow/design.v
export SDC_FILE = /design/flow/constraint.sdc
export NUM_CORES = 4
export LEC_CHECK = 1
export CORE_AREA = 10 10 70 70
export DIE_AREA = 0 0 80 80
```
**design/flow/constraint.sdc**
```tcl
current_design hexconverter

set clk_period 1.4
set clk_io_pct 0.2

create_clock -name clk0 -period $clk_period

set non_clock_inputs [all_inputs -no_clocks]
set_input_delay [expr $clk_period * $clk_io_pct] -clock clk0 $non_clock_inputs
set_output_delay [expr $clk_period * $clk_io_pct] -clock clk0 [all_outputs]
```
**design/flow/design.v**
```verilog
module sender(GPIO_1, GPIO_0, CLOCK_50, KEY, HEX0, HEX1, HEX2, HEX3, HEX4, HEX5, HEX6, HEX7, LEDG, LEDR);
	input  [35:0]	GPIO_0;
	input  [3:0]	KEY;
	input 			CLOCK_50;
	output [35:0]	GPIO_1;
	output [6:0]  	HEX0;
	output [6:0]   HEX1;
	output [6:0] 	HEX2;
	output [6:0] 	HEX3;
	output [6:0]	HEX4;
	output [6:0] 	HEX5;
	output [6:0] 	HEX6;
	output [6:0] 	HEX7;
	output [3:0] 	LEDG;
	output [3:0] 	LEDR;
	reg [6:0]	prbs07;
	reg [10:0]	prbs11;
	reg [14:0]	prbs15;
	reg [30:0]	prbs31;
	reg [6:0]	error07;
	reg [7:0]	result;
	reg [3:0]  	sel_1;
	reg [3:0]  	sel_2;
	reg		  	error;
	reg		  	flag;
	reg		  	seq_send;
	reg [126:0] seq_receive;
	reg [20:0] 	alt_clk;
	reg		  	checkout;
	reg		  	shft_bgn;
	reg		  	old_shft;
	reg [7:0]  	buffer;
	reg [126:0]	pattern;
	reg			sendover;
	reg [7:0]	display;
	reg [126:0]	err_seq;
	initial prbs07		 =    1'b1;
	initial prbs11		 =    1'b1;
	initial prbs15		 =    1'b1;
	initial prbs31		 =    1'b1;
	initial sel_1		 = 4'b0000;
	initial sel_2		 = 4'b0111;
	initial result 	 =    1'b1;
	integer select		 =			0;
	integer old_select =			0;
	integer error_cntr =			0;
	integer flag_cntr  =			0;
	integer error_chkr = 		0;
	integer shft_cntr	 = 		0;
	integer batch_cntr =			0;
	integer old_batch	 =			0;
	integer ele_num	 =			0;
	always @ (posedge KEY[3])
	begin
	old_select 	= select;
		case(old_select)
		2'b00 : begin
				select =   		1;
				sel_1  = 4'b0001;
				sel_2  = 4'b0001;
			 end
		2'b01 : begin
				select =   		2;
				sel_1  = 4'b0001;
				sel_2  = 4'b0101;
			  end
		2'b10 : begin
				select =   		3;
				sel_1  = 4'b0011;
				sel_2  = 4'b0001;
			  end
		2'b11 : begin
				select =   		0;
				sel_1  = 4'b0000;
				sel_2  = 4'b0111;
			  end
		default : begin
				select =   		0;
				sel_1  = 4'b0001;
				sel_2  = 4'b0111;
			  end
			  endcase
	end
	always @ (posedge KEY[1])
	begin
		shft_bgn = shft_bgn + 1'b1;
	end
	always @ (*)
	begin
		case (select)
		2'b00 : begin
					display = 1'b0;
					display = prbs07;
				end
		2'b01 : begin
					display = 1'b0;
					display = prbs11;
				end
		2'b10 : begin
					display = 1'b0;
					display = prbs15;
					end
		2'b11 : begin
					display = 1'b0;
					display = prbs31;
				end
		endcase
	end
	always @ (posedge CLOCK_50)
	begin
		alt_clk 	= alt_clk + 1;
	end
	always @	(posedge alt_clk[7])
	begin
		if(shft_bgn ^ old_shft)						 
		begin
			buffer[shft_cntr] 	= prbs07[6];
			pattern[ele_num] 		= prbs07[6];
			err_seq[ele_num] 		= error07[6];
			prbs07 					= {prbs07[5:0], prbs07[6] ^ prbs07[5]};
			error07 					= {error07[5:0], error07[6] ^ error07[5]};
			shft_cntr 				= shft_cntr + 1;
			ele_num 					= ele_num + 1;
		end
		if(shft_cntr >= 8)							 
		begin
			result 		= buffer;
			shft_cntr 	= 0;
			batch_cntr 	= batch_cntr + 1;
		end
		if(batch_cntr >= 15 && shft_cntr >= 7)	 
		begin
			result 		= buffer;
			shft_cntr 	= 0;
			batch_cntr 	= 0;
			old_shft 	= shft_bgn;
			ele_num 		= 0;
			sendover 	= 1'b1;
		end
		seq_send = pattern[error_cntr];			 
		if(sendover)									 
		begin
			case (error_chkr)
			0  		: checkout = 1'b1;
			1  		: checkout = 1'b0;
			default	: checkout = pattern[error_chkr - 2];
			endcase
			error_chkr = error_chkr + 1;
			if(error_chkr >= 129)
			begin
				error_chkr 	= 		0;
				checkout 	= 	1'b0;
				sendover 	= 	1'b0;
			end
		end
	end
	always @(negedge alt_clk[7])
	begin
		seq_receive[error_cntr] = GPIO_0[1];
		error_cntr 					= error_cntr + 1;
		if(error_cntr >= 127)
		begin
			error 		= !(seq_receive == err_seq);
			error_cntr 	= 0;
		end
	end
	always @(posedge alt_clk[8])
	begin
		flag = 1'b0;
		if(batch_cntr != old_batch)
		begin
			flag = 1'b1;
			old_batch = batch_cntr;
		end
		if(old_shft == shft_bgn)
			old_batch = 0;
	end
	hexconverter h1(pattern[3:0]  , HEX0);
	hexconverter h2(pattern[7:4]  , HEX1);
	hexconverter h3(pattern[11:8]	, HEX2);
	hexconverter h4(pattern[15:12], HEX3);
	hexconverter h5(pattern[19:16], HEX4);
	hexconverter h6(pattern[23:20], HEX5);
	hexconverter h7(sel_2			, HEX6);
	hexconverter h8(sel_1			, HEX7);
	assign GPIO_1[0]  = seq_send;
	assign GPIO_1[2]	= checkout;
	assign GPIO_1[4]	= checkout;
	assign GPIO_1[1]  = result[0];
	assign GPIO_1[3]  = result[1];
	assign GPIO_1[5]  = result[2];
	assign GPIO_1[7]  = result[3];
	assign GPIO_1[9]  = result[4];
	assign GPIO_1[11] = result[5];
	assign GPIO_1[13] = result[6];
	assign GPIO_1[15] = result[7];
	assign GPIO_1[19] = flag;
	assign LEDG[3:0]  = ~KEY[3:0];
	assign LEDR[0] 	= ~error;
	assign LEDR[1]		= ~error;
	assign LEDR[2] 	= error;
	assign LEDR[3] 	= error;
	nios_system nios_system_inst
	(
	.clk_clk(CLOCK_50),
	.reset_reset_n(KEY[0])
		);
endmodule
module hexconverter(digit, hexout);
	input [3:0] digit;
	output [6:0] hexout;
	reg [6:0] hexout;
	always @(*)
	begin
		case (digit)
		4'b0000 : hexout = 7'b1000000;
		4'b0001 : hexout = 7'b1111001;
		4'b0010 : hexout = 7'b0100100;
		4'b0011 : hexout = 7'b0110000;
		4'b0100 : hexout = 7'b0011001;
		4'b0101 : hexout = 7'b0010010;
		4'b0110 : hexout = 7'b0000010;
		4'b0111 : hexout = 7'b1111000;
		4'b1000 : hexout = 7'b0000000;
		4'b1001 : hexout = 7'b0010000;
		4'b1010 : hexout = 7'b0001000;
		4'b1011 : hexout = 7'b0000011;
		4'b1100 : hexout = 7'b1000110;
		4'b1101 : hexout = 7'b0100001;
		4'b1110 : hexout = 7'b0000110;
		4'b1111 : hexout = 7'b0001110;
		default : hexout = 7'b1111111;
		endcase
	end
endmodule
```
==> flow_summary.rst <==
Metrics
=======

.. list-table::
   :header-rows: 1

   * - Metric
     - Value
   * - Power Total
     - ~0.16 mW
   * - Std-Cell Core Area
     - ~3400 sq um
   * - Library cell occupying the most area in the post-synthesis netlist
     - sky130_fd_sc_hd__ha_1
   * - Fmax
     - about 0.63 GHz
   * - Synth unique cells
     - 15
   * - Critical path type
     - primary input to primary output
   * - Area of the mapped netlist
     - between 200 and 300 sq um
   * - Count of antenna diodes in the layout
     - 0
   * - Drt initial violations
     - 4
   * - Biggest cell delay along the critical path
     - between 0.3 and 0.4 ns
   * - Share of final-layout standard cells stronger than drive strength 1
     - 70.9%
   * - Worst slack at placement
     - -1.03 ns
   * - Total DRC errors in the routed layout
     - 0
   * - Number of nets with antenna violations after routing
     - 0
   * - Most numerous cell types in the synthesized netlist
     - 7 x sky130_fd_sc_hd__ha_1, 5 x sky130_fd_sc_hd__nor2_1, 4 x sky130_fd_sc_hd__mux2i_1
   * - Rel. slew slack
     - between 90% and 100%
   * - Share of the synthesized area in the top cell type
     - approximately a third
   * - Leakage power total
     - about 0.27 nW
   * - Final Slew Violations
     - 0
   * - Met2 capacity usage during global routing
     - 5.14%
   * - Number of global-route vias before repair
     - 320
   * - Crit path required time
     - between 1 and 1.5 ns
   * - RSZ-0062 raised after global routing
     - true
   * - Critical path capture point type
     - primary output
   * - Area occupied by registers
     - 0 sq um
   * - Final wirelength
     - about 1 mm
   * - Maximum number of pins on one net before global-route repair
     - 6
   * - Worst hold margin
     - 1.06 ns
   * - Yosys chip area
     - between 200 and 300 sq um
   * - Area growth, synth to finish
     - 122%
   * - Number of core rows
     - 21
   * - Total count of hold-check failures in the final report
     - 0
   * - Number of warnings in the stage logs
     - 40
   * - Met1 track utilization from global routing
     - 3.43%
   * - Antenna violations before repair
     - 0
   * - GR Overflow Total
     - 0
   * - Max Fanout on Critical Path
     - 4
   * - Die boundary height
     - 80 um
   * - Detailed placement HPWL
     - 635 um
   * - Setup TNS after final layout
     - -0.647 ns
   * - Number of cell instances after yosys synthesis
     - 32
   * - Port-buffer cells
     - 11
   * - Final Wtd Congestion
     - ~0.78
   * - Slew at the pin closest to its max-slew limit
     - between 0.1 and 0.15 ns
   * - Mean instance size in the synthesized netlist
     - about 8.6 sq um
   * - CP Launch Type
     - primary input
   * - Met3 usage
     - 0.682%
   * - Worst ir drop on vdd
     - 0.0000409 V
   * - Global-route wire length before repair
     - about 1.6 mm
   * - Time the final worst path needs with I/O delays and setup
     - between 1.5 and 2 ns
   * - Violated checks
     - setup timing
   * - Count of flip-flops and latches
     - 0
   * - Overall track demand over capacity in global routing
     - approximately 2.8%
   * - Period utilisation layout
     - 113%
   * - Slowest CP cell
     - sky130_fd_sc_hd__or3b_1
   * - Power per cell area
     - around 260 nW/um^2
   * - IO Pins
     - 11
   * - Most congested layer reported by global routing
     - met2
   * - CP delay by family, top
     - simple AND/OR/NAND/NOR gates
   * - Final setup violation count
     - 6
   * - Critical path cell sequence
     - buf_8, inv_8, ha_4, and2b_2, or3b_1, o21ai_1, buf_2
   * - Core utilization at floorplan
     - 8.06%
   * - Largest cells by area after synthesis
     - sky130_fd_sc_hd__ha_1 32%, sky130_fd_sc_hd__mux2i_1 15%, sky130_fd_sc_hd__mux4_1 9.5%
   * - Sequential fraction of the synthesis area
     - 0%
   * - Total buffers and inverters traversed by the critical path
     - 3
   * - Vias per cell
     - 3.16
   * - X dimension of the die
     - 80 um
   * - Via count
     - 319
   * - Number of max-cap violations
     - 0
   * - Clock buffer instance count of the final layout
     - 0
   * - Total of hold buffers inserted after clock tree synthesis
     - 0
   * - Setup ws final
     - -0.188 ns
   * - Post-detailed-route wirelength per cell
     - slightly below 10 um
   * - Cells after Synth
     - 32
   * - Run status
     - finished, violations left
   * - Yosys top cell by instances
     - sky130_fd_sc_hd__ha_1
   * - Arrival time at the worst endpoint
     - ~1.3 ns
   * - Class of the tightest hold or removal check
     - primary input to primary output
   * - Chip footprint
     - 6400 sq um
   * - Drt first pass iters
     - 2
   * - Number of warning messages in the yosys log
     - 1
   * - Final cell utilization of the core
     - around 18%
-- layout by cell type (no fill, tap or decap) --
cell type                       netlist  routed
sky130_fd_sc_hd__a21oi_1              1       1
sky130_fd_sc_hd__a22o_1               2       2
sky130_fd_sc_hd__a32o_2               0       1
sky130_fd_sc_hd__and2b_2              1       1
sky130_fd_sc_hd__buf_2                1       7
sky130_fd_sc_hd__buf_4                0      10
sky130_fd_sc_hd__buf_6                1       3
sky130_fd_sc_hd__buf_8                0       2
sky130_fd_sc_hd__clkbuf_2             0       1
sky130_fd_sc_hd__dlygate4sd2_1        0       2
sky130_fd_sc_hd__ha_2                 0       1
sky130_fd_sc_hd__ha_4                 0       6
sky130_fd_sc_hd__inv_1                3       1
sky130_fd_sc_hd__inv_4                0       1
sky130_fd_sc_hd__inv_8                0       1
sky130_fd_sc_hd__mux2_2               1       1
sky130_fd_sc_hd__mux2i_1              4       4
sky130_fd_sc_hd__mux4_2               0       1
sky130_fd_sc_hd__nand2_1              1       1
sky130_fd_sc_hd__nor2_1               5       2
sky130_fd_sc_hd__nor2_2               0       2
sky130_fd_sc_hd__nor2_4               0       1
sky130_fd_sc_hd__o21ai_1              0       2
sky130_fd_sc_hd__or3b_1               1       1
-- cell type report --
class	count	area [sq um]
Timing Repair Buffer	25	196
Multi-Input combinational cell	27	335
Fill cell	375	2810
Inverter	3	21.3
Tap cell	46	57.6
-- stage by stage --
stage	instance area, sq um	std cells
floorplan	278	32
global placement	512	98
detailed placement	512	98
CTS	584	101
global route	611	101
finish	611	101
-- path summary, 6_finish.rpt --
| path | startpoint | endpoint | slack, ns | depth (start not counted) |
|---|---|---|---|---|
| setup / recovery | digit[1] | hexout[0] | -0.19 | 7 |
| hold / removal | digit[1] | hexout[1] | 1.06 | 4 |
-- timing repair --
action	in CTS	in global routing
resized	57	7
setup endpoints to repair	7	7
pin swaps	7	6
buffers inserted	4	1
gates cloned	1	0
-- power breakdown --
part / internal [mW] / switching (mW) / leakage, nW / total, mW
registers: 0 / 0 / 0 / 0
logic: 0.0902 / 0.0662 / 0.270 / 0.156
clock network: 0 / 0 / 0 / 0
total: 0.0902 / 0.0662 / 0.270 / 0.156
-- routing by layer --
layer  part of all wire [%]  up-vias
met3                    8.1        0
met1                     43      152
li1                       -      160
met4                      0        0
met2                     48        7
met5                      0        -
-- cells by family (layout without fill, tap and decap cells) --
| group | count (synthesis) | after routing | synth area share (%) |
|---|---|---|---|
| AND/OR/NAND/NOR | 8 | 8 | 14.5 |
| AND-OR/OR-AND | 6 | 6 | 15.5 |
| multiplexers | 6 | 6 | 28.2 |
| buffers and inverters | 5 | 28 | 10.0 |
| adder cells (fa/ha/maj) | 7 | 7 | 31.8 |
No activity file was given, so power comes from the tool's default toggle rates.
